--- config.mk ---
export PLATFORM = sky130hd
export DESIGN_NAME = receive_engine
export DESIGN_NICKNAME = receive_engine
export VERILOG_FILES = /design/flow/design.v
export SDC_FILE = /design/flow/constraint.sdc
export NUM_CORES = 4
export LEC_CHECK = 1
export CORE_UTILIZATION = 50
--- constraint.sdc ---
current_design receive_engine

set clk_period 3.7
set clk_io_pct 0.2

create_clock -name clk0 -period $clk_period [get_ports {clk}]

set non_clock_inputs [all_inputs -no_clocks]
set_input_delay [expr $clk_period * $clk_io_pct] -clock clk0 $non_clock_inputs
set_output_delay [expr $clk_period * $clk_io_pct] -clock clk0 [all_outputs]
--- design.v ---
`timescale 1ns / 1ps
module receive_engine(clk, rstb, bit8, parity_en, odd_n_even, baud_val, READ, 
 Rx, status, data);
   input        clk, rstb, bit8, parity_en, odd_n_even, Rx;
   input [1:0]  READ;
   input [3:0]  baud_val;
   output [7:0] data;
   output [2:0] status;
   reg [7:0]    data;
   wire [2:0]   status;
   localparam [2:0]   
      idle      = 2'b00,
      state_1   = 2'b01,
      state_2   = 2'b10,
      state_3   = 2'b11;
   wire        RxSet, RxRst, sSet, sRst, SEVEN, btu, bcu, done; 
   wire        parSet, parRst;
   reg         START, DOIT, LOAD, nSTART, nDOIT, nLOAD;
   wire [17:0] finalBaudCountNum;
   reg  [17:0] baudCountNum, baudCount, nBaudCount;
   reg  [3:0]  bitCount, nBitCount;
   reg  [1:0]  present_state, next_state;
   reg         RxRdy, OVERFLOW, doneDelay;
   reg [8:0]   sreg_data;
   wire        b7, receivedParity, computedParity, generatedParity;
   wire        combinedParities, parityResult;
   reg         PARITY_ERR;
   assign RxSet = doneDelay & !RxRdy;
   assign RxRst = READ[1];
   always@(posedge clk, negedge rstb)
      if(!rstb) 
         RxRdy <= 1'b1;
      else if(RxSet) 
         RxRdy <= 1'b1;
      else if(RxRst) 
         RxRdy <= 1'b0;
      else 
         RxRdy <= RxRdy;
   assign sSet = LOAD & RxRdy;
   assign sRst = READ[0];
   always@(posedge clk, negedge rstb)
      if(!rstb) 
         OVERFLOW <= 1'b0;
      else if(sSet) 
         OVERFLOW <= 1'b1;
      else if(sRst) 
         OVERFLOW <= 1'b0;
      else 
         OVERFLOW <= OVERFLOW;
   always@(posedge clk, negedge rstb)begin
      if(!rstb)begin
         present_state  <= idle;
         {START, DOIT, LOAD} <= 3'b000;  
      end
      else begin
         present_state  <= next_state;  
         {START, DOIT, LOAD} <= {nSTART, nDOIT, nLOAD};  
      end
   end
   always@(*)begin
      next_state = present_state;  
      {nSTART, nDOIT, nLOAD}  = 3'b000;  
      case(present_state)
         idle : begin
            {nSTART, nDOIT, nLOAD}  = 3'b000;  
            next_state = (Rx) ? idle : state_1;
         end
         state_1 : begin
            {nSTART, nDOIT, nLOAD}  = 3'b110;  
            next_state = (Rx) ? idle : ((btu) ? state_2 : state_1 );   
         end
         state_2 : begin
            {nSTART, nDOIT, nLOAD}  = 3'b010;  
            next_state = (btu) ? state_3 : state_2;   
         end
         state_3 : begin
            {nSTART, nDOIT, nLOAD}  = 3'b011;  
            next_state = (bcu) ? idle : state_2;         
         end
         default : begin
            {nSTART, nDOIT, nLOAD}  = 3'b000;  
            next_state = idle;
         end   
      endcase
   end
   always @(posedge clk, negedge rstb)
      if (!rstb)
         sreg_data <=9'hFFF;  
      else if (!START & !DOIT & !LOAD)
         sreg_data <=9'hFFF;  
      else if (LOAD & !START)begin
         sreg_data    <=  sreg_data >> 1;  
         sreg_data[8] <= Rx;  
      end
   assign SEVEN = !bit8;
   assign b7               = (SEVEN) ? 1'b0 : sreg_data[7];
   assign receivedParity   = (SEVEN) ? sreg_data[7] : sreg_data[8];
   assign computedParity   = ^{b7,sreg_data[6:0]};
   assign generatedParity  = (odd_n_even) ? ~computedParity : computedParity;
   assign combinedParities = ^{receivedParity, generatedParity};
   assign parityResult     = doneDelay & parity_en & combinedParities;
   assign parSet = parityResult;
   assign parRst = READ[0];
   always@(posedge clk, negedge rstb)
      if(!rstb) 
         PARITY_ERR <= 1'b0;
      else if(parSet) 
         PARITY_ERR <= 1'b1;
      else if(parRst) 
         PARITY_ERR <= 1'b0;
      else 
         PARITY_ERR <= PARITY_ERR;
   always @(posedge clk, negedge rstb)
      if(!rstb)
         data <= 8'b0;
      else if (doneDelay)
         data <= {b7, sreg_data[6:0]};   
   assign status = {OVERFLOW, PARITY_ERR, RxRdy};
   always@(*)
      case(baud_val)
         4'b0000: baudCountNum = 166667 -1;   
         4'b0001: baudCountNum = 41667 - 1;   
         4'b0010: baudCountNum = 20833 - 1;   
         4'b0011: baudCountNum = 10417 - 1;   
         4'b0100: baudCountNum = 5208 - 1;    
         4'b0101: baudCountNum = 2604 - 1;    
         4'b0110: baudCountNum = 1302 - 1;    
         4'b0111: baudCountNum = 868 - 1;     
         4'b1000: baudCountNum = 434 - 1;     
         4'b1001: baudCountNum = 217 - 1;     
         4'b1010: baudCountNum = 109 - 1;     
         default: baudCountNum = 166667 - 1;  
      endcase 
   assign finalBaudCountNum = (START) ? (baudCountNum >> 1) :   baudCountNum;
   assign btu = (baudCount == finalBaudCountNum) ? 1'b1 : 1'b0;
   always@(*)
      case({btu, DOIT})
         2'b00 :   nBaudCount = 18'b00;
         2'b01 :   nBaudCount = baudCount + 1;
         2'b10 :   nBaudCount = 18'b00;
         2'b11 :   nBaudCount = 18'b00;
         default : nBaudCount = 18'b00;
      endcase
   always @(posedge clk, negedge rstb)
      if(!rstb)  
         baudCount <= 18'b0;  
      else 
         baudCount <= nBaudCount;  
   assign bcu  = (bitCount == 11) ? 1'b1 : 1'b0;
   assign done = bcu;
   always@(*)
      case({btu, DOIT})
         2'b00 :   nBitCount = 4'b00;
         2'b01 :   nBitCount = (done) ? 4'b00 : bitCount;
         2'b10 :   nBitCount = 4'b00;
         2'b11 :   nBitCount = bitCount + 1;
         default : nBitCount = 4'b00;
      endcase
   always @(posedge clk, negedge rstb)
      if(!rstb)  
         bitCount <= 4'b0;  
      else 
         bitCount <= nBitCount;  
   always@(posedge clk, negedge rstb)
      if(!rstb)  
         doneDelay <= 1'b0;
      else 
         doneDelay <= done;
endmodule
--- run.sh ---
#!/bin/bash
# OpenROAD 26Q1-2900-gdf79404cd8, Yosys 0.63+post, stock flow scripts
make -C /OpenROAD-flow-scripts/flow DESIGN_CONFIG=/design/flow/config.mk WORK_HOME=/design/flow/orfs finish
==> results.cfg <==
; yosys + openroad results
[grt]
grt_usage_pct = 22.65
grt_max_degree = 32
grt_overflow = 0
first_global_vias = 2190
grt_pass1_wl_um = 10950
antenna_found_initial = 0

[critical_path]
crit_type = in -> reg
reg2reg_to = bitCount[3]
cp_max_fo = 10
cp.depth = 12
crit_start = baud_val[1]
end_kind = register
worstReg2RegStart = START
arrival_ns = 3.66
r2r_setup_slack_ns = 1.12
path_delay_family = AND-OR/OR-AND gates
cp_slowest_cell = clkdlybuf4s50_1
worst-path-buf-inv = 3
cp_cell_sequence = clkdlybuf4s50_1 > inv_1 > ha_1 > nor2b_1 > o21ai_0 > a311o_1 > a311oi_1 > nand4_1 > and4bb_1 > buf_4 > a41o_1 > a211oi_2
endpoint = bitCount[3]
worstPathRequired_ns = 3.90
critPathLaunchType = primary input
reg2reg_depth = 9
cpPeakStageDelay_ns = 0.48

[timing]
worst_slew_pin_slew_ns = 0.4759
rsz0062_at_grt = false
finalMaxSlewViolations = 0
fin_skew_ns = 0.004501
finalSetupTns_ns = 0
hold_viol_final = 0
setup_violations = 0
finalClockPeriodUsage_pct = 93.52
min_period_ns = 3.460
timing.hold.ws_ns = 0.3781
setup_ws_ns = 0.2397
timing.slew.headroom_pct = 67.99
fmax_mhz = 289.0

[synthesis]
ys_seq_share_pct = 40.50
yosys-top-cells-area = dfrtp_1 31%, dfstp_2 9.3%, xnor2_1 6.2%
synth-edff-count = 0
yosys.area.top_type = dfrtp_1
synthTopCellsByCount = 39 x dfrtp_1, 32 x nor2_1, 22 x xnor2_1, 17 x inv_1, 17 x o21ai_0
synth.distinct_cells = 56
yosysWarnings = 3
synth_area_um2 = 3123
yosys_area_um2 = 3123
yosysTopAreaCellShare_pct = 31.25
avgSynthCellArea_um2 = 9.267
ys_cells = 337
synth-main-ff-cell = dfrtp_1
synthArstFlopShare_pct = 100.0
ys.flops = 50
most_common_cell = dfrtp_1
postSynthCellCount = 337

[detailed_routing]
drt_iter0_markers = 212
vias = 2441
viasPerCell = 5.611
drt-wirelength-per-cell_um = 15.03
drt-pass1-iter-count = 4
antenna_cells = 0
wirelength_um = 6538
drc = 0
ant_nets = 0

[power]
ir_worst_vdd_uv = 376.3
p_total_mw = 1.427
leakage_nw = 1.486
powerDensity_nw_per_um2 = 399.8

[cells_and_area]
final_cell_count_no_fill = 435
drive_above_1_share_pct = 15.28
flop_area_um2 = 1265
fillers = 532
final_core_util_pct = 59.94
final_cell_area_um2 = 3570
area_growth_pct = 14.30
combGateArea_um2 = 1659

[placement]
io_buffers = 22
routabilityCongestion = 0.9068
dp.cells = 427
dp.final_hpwl_um = 4753
pre_cts_slack_ns = -0.01500
placed_area_um2 = 3453

[clock_tree]
clk_latency_ns = 0.30
cts_tree = built
cts_hold_buf = 0
cts_buffers = 5
cts_sinks = 50
h-tree-depth = 2
postCtsSetupBuffers = 0
cts_buffer_depth = 2
clkTransAtPathRegs_ns = 0.10
cts_root_buffer = clkbuf_8
cts_resized = 0

[floorplanning]
chipHeight_um = 81.03
core-area_um2 = 5956
initCoreUtil_pct = 52.44
rows = 28
die-area_um2 = 6566
num_io_pins = 23
die_w_um = 81.03

[worst_hold_path]
hold_class = in -> async

[flow_run]
warnings = 29
drv_cap = 0

[status]
status = finished clean
-- per-layer routing --
layer	vias up	track usage (%)	share of wire, %
met2	63	31.26	41
li1	1228	-	-
met5	-	0	0
met4	0	2.679	1.7
met3	12	3.763	5.9
met1	1138	39.71	52
-- final cells by class --
type / count / share of cell area (%)
Inverter: 18 / 1.893
Tap cell: 75 / 2.629
Clock buffer: 7 / 3.014
Multi-Input combinational cell: 245 / 46.48
Timing Repair Buffer: 39 / 10.30
Sequential cell: 50 / 35.44
Clock inverter: 1 / 0.2454
-- registers in the layout, indices dropped and copies added (netlist names) --
signal and count:
baudCount 18, sreg_data 9, data 8, bitCount 4
present_state 4, DOIT 1, LOAD 1, OVERFLOW 1
PARITY_ERR 1, RxRdy 1, START 1, doneDelay 1
-- kinds of logic after synthesis --
kind of cell,Yosys count,share of synthesized area [%]
multiplexers,13,4.567
buffers and inverters,42,6.370
flip-flops,50,40.51
AND/OR/NAND/NOR,115,19.43
XOR/XNOR,36,10.10
AND-OR/OR-AND,74,16.23
adder cells (fa/ha/maj),7,2.804
-- worst min-delay path by stage --
stage | end | slack [ns] | from
CTS | bitCount[1] | 0.38 | rstb
global route | bitCount[3] | 0.40 | rstb
finish | baudCount[10] | 0.38 | rstb
-- where the power goes --
part | total, mW | switching (mW) | leakage [nW] | internal (mW)
Clock | 0.387 | 0.192 | 0.0600 | 0.196
Sequential | 0.674 | 0.0773 | 0.628 | 0.596
Combinational | 0.366 | 0.187 | 0.798 | 0.179
Total | 1.43 | 0.456 | 1.49 | 0.972
-- layout by cell type (no fill, tap or decap), types with 13 or more instances in the layout --
cell type	count
nand3_1	16
xnor2_1	22
clkdlybuf4s50_1	21
nand2_1	16
o21ai_0	17
dfrtp_1	39
inv_1	17
nor2_1	32
xor2_1	14
a21oi_1	13
buf_4	15
-- worst reg2reg max path, stage by stage, from the launching register on --
cell and delay (ns):
dfrtp_1 0.35, buf_4 0.30, nor2_1 0.12, a311o_1 0.32, a311oi_1 0.39, nand4_1 0.21, and4bb_1 0.37, buf_4 0.18
a41o_1 0.19, a211oi_2 0.04
Power is estimated from default activity; no workload was simulated.
