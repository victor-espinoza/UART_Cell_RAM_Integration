File: ./run.sh
#!/bin/bash
# OpenROAD 26Q1-2900-gdf79404cd8, Yosys 0.63+post, stock flow scripts
make -C /OpenROAD-flow-scripts/flow DESIGN_CONFIG=/design/flow/config.mk WORK_HOME=/design/flow/orfs finish
File: ./constraint.sdc
current_design display_controller

set clk_period 2.7
set clk_io_pct 0.2

create_clock -name clk0 -period $clk_period [get_ports {clk}]

set non_clock_inputs [all_inputs -no_clocks]
set_input_delay [expr $clk_period * $clk_io_pct] -clock clk0 $non_clock_inputs
set_output_delay [expr $clk_period * $clk_io_pct] -clock clk0 [all_outputs]
File: ./config.mk
export PLATFORM = sky130hd
export DESIGN_NAME = display_controller
export DESIGN_NICKNAME = display_controller
export VERILOG_FILES = /design/flow/design.v
export SDC_FILE = /design/flow/constraint.sdc
export NUM_CORES = 4
export LEC_CHECK = 1
export CORE_AREA = 10 10 90 90
export DIE_AREA = 0 0 100 100
File: ./design.v
`timescale 1ns / 1ps
module display_controller(clk, rstb, annode3, annode2, annode1, annode0,  
 a3, a2, a1, a0, a, b, c, d, e, f, g);
   input           clk, rstb;
   input [3:0]     annode3, annode2, annode1, annode0;
   output reg      a, b, c, d, e, f, g;
   output wire     a3, a2, a1, a0;
   reg  [3:0]      ad_out; 
   wire [1:0]      seg_sel;
   reg             clk_250;
   reg [15:0]      count = 0;
   always @(posedge clk, negedge rstb)
      if(!rstb) begin
         count <= 0;
         clk_250 <= 0;
      end 
      else begin
         count <= (count + 1);
         if(count >= 25000) begin
            count <= 0;
            clk_250 <= ~clk_250;
         end 
      end
   led_controller LED_contr(
      .clk(clk_250), 
      .rstb(rstb), 
      .a3(a3), 
      .a2(a2), 
      .a1(a1), 
      .a0(a0), 
      .seg_sel(seg_sel)
   );
   always @(seg_sel, annode3, annode2, annode1, annode0)   
      case (seg_sel)      
         2'b00  :      ad_out =  annode0;   
         2'b01  :      ad_out =  annode1;   
         2'b10  :      ad_out =  annode2;   
         2'b11  :      ad_out =  annode3;   
         default:      ad_out =  4'bx;   
      endcase      
   always@(ad_out)
      case (ad_out)
         4'b0000: {a, b, c, d, e, f, g} = 7'b0000001;  
         4'b0001: {a, b, c, d, e, f, g} = 7'b1001111;  
         4'b0010: {a, b, c, d, e, f, g} = 7'b0010010;  
         4'b0011: {a, b, c, d, e, f, g} = 7'b0000110;  
         4'b0100: {a, b, c, d, e, f, g} = 7'b1001100;  
         4'b0101: {a, b, c, d, e, f, g} = 7'b0100100;  
         4'b0110: {a, b, c, d, e, f, g} = 7'b0100000;  
         4'b0111: {a, b, c, d, e, f, g} = 7'b0001111;  
         4'b1000: {a, b, c, d, e, f, g} = 7'b0000000;  
         4'b1001: {a, b, c, d, e, f, g} = 7'b0001100;  
         4'b1010: {a, b, c, d, e, f, g} = 7'b0001000;  
         4'b1011: {a, b, c, d, e, f, g} = 7'b1100000;  
         4'b1100: {a, b, c, d, e, f, g} = 7'b0110001;  
         4'b1101: {a, b, c, d, e, f, g} = 7'b1000010;  
         4'b1110: {a, b, c, d, e, f, g} = 7'b0110000;  
         4'b1111: {a, b, c, d, e, f, g} = 7'b0111000;  
         default: {a, b, c, d, e, f, g} = 7'b1111111;  
      endcase
endmodule
`timescale 1ns / 1ps
module led_controller(clk, rstb, a3, a2, a1, a0, seg_sel);
   input            clk, rstb;
   output reg       a3, a2, a1, a0;
   output reg [1:0] seg_sel;   
   reg      [1:0] present_state;
   reg      [1:0] next_state;
   always @(present_state)
      case (present_state) 
         2'b00 : next_state = 2'b01;
         2'b01 : next_state = 2'b10;
         2'b10 : next_state = 2'b11;
         2'b11 : next_state = 2'b00;
         default: next_state = 2'b00;      
      endcase   
   always @(posedge clk, negedge rstb)
      if (!rstb)
         present_state <= 2'b00;         
      else
         present_state <= next_state;
   always @(present_state)
      case (present_state)         
         2'b00  : {seg_sel, a3, a2, a1, a0} = 6'b00_1110;    
         2'b01  : {seg_sel, a3, a2, a1, a0} = 6'b01_1101;    
         2'b10  : {seg_sel, a3, a2, a1, a0} = 6'b10_1011;    
         2'b11  : {seg_sel, a3, a2, a1, a0} = 6'b11_0111;    
         default : {seg_sel, a3, a2, a1, a0} = 6'b00_1110;
      endcase
endmodule
==> run notes <==
The tools report the fraction of the yosys area taken by sequential cells as 0.386. The worst setup path is of the primary input to output pin kind. The number of global-route vias before repair was 1092; the number of rows created at floorplan was 29. The tool flagged a number of max-cap violations equal to 0.

In the post-route report, total wirelength is listed as 3110 um. With the detailed router's first-iteration violation count at 39, the register bit total from synthesis is 21. The number of placed instances, taps included, is 249.

The sequential fraction of design power was 0.498; the worst ir drop on vdd was 427 uV. Setup repair after global routing could not meet its margin everywhere. The run gives 100 um for the die span in y. The switching share of total power was 0.239.

The power density of the placed cells came out at 326 mW/mm^2. With the total die size at 0.0100 sq mm, the number of antenna-violating nets in the routed design is 0. Per the timing report, the biggest fanout along the worst path comes to 4. The flow ran to the end, and the final reports show no timing, DRC or antenna violations.

The yosys synthesis warning count came out at 2. For this run, the detailed router reports a per-instance via density of 4.29. The dominant kind of combinational cell is simple AND/OR/NAND/NOR gates.

With the share of the core filled by cells before placement at 0.217, the number of unconstrained endpoints is 8. Share of total power in the clock network: 0.291. The final max-slew violation count came out at 0. The horizontal die size is 100 um. TritonCTS built the clock tree. Yosys stat counts 144 cells in the synthesized netlist. Number of CTS-inserted buffers: 3. Endpoint of the worst register-to-register path: clk_250. In the post-synthesis netlist, the biggest area contributors are sky130_fd_sc_hd__dfrtp_1 37%, sky130_fd_sc_hd__ha_1 7.3%, sky130_fd_sc_hd__mux2i_1 7.3%, sky130_fd_sc_hd__xor2_1 5.8%, sky130_fd_sc_hd__nor2_1 5.5%.

For the completed layout, the total cell area is recorded as 0.00191 sq mm. For the first-pass iteration count of the detailed router, the log shows 4. The source of the worst hold timing path is count[0]. The maximum buffer depth of the clock tree is 2.

With the area share of fa/ha/maj cells after synthesis at 0.0734, the number of setup violations in the final report is 0. The run gives 0.0602 as the global-route usage over all layers. The top flip-flop cell by instance count after synthesis is sky130_fd_sc_hd__dfrtp_1. Layout overhead on the synthesized area: 40.3%. The run gives 29 as the number of placed I/O pins. STA puts the critical path data arrival time at 2.12 ns. The synthesized design contains 0 enable-type register cells. Fraction of power consumed by combinational cells: 0.211. The DRC violation count after routing was 0. Note, the detailed placer reported a final HPWL of 2270 um. The clock period could shrink to 2.66 ns. At the later pin of the worst-skew pair, clock insertion delay measures 0.24 ns. Fraction of final layout cells with drive strength greater than 1: 0.215. The data required time reported for the critical path is 2.16 ns. The run gives 0.000870 uW for the standby leakage power. The overflow left after global routing was 0.

STA classifies the critical path startpoint as a primary input. The mean cell area of the mapped netlist is 9.47 sq um. After clock tree synthesis, the flow added hold-fix buffers numbering 0.

With the async set or reset register ratio after synthesis at 1.00, the mapped cell area is 0.00136 sq mm. With the area fraction in mux cells at 0.0817, the post-synthesis share of cell area spent on and, or, nand and nor gates is 0.173. The worst register-to-register path has a setup slack of 1.09 ns. The logs give 4 for the number of register pins that no clock reaches and 0.00122 ns for the post-route clock skew. For the pin with the worst max-slew slack, the measured transition is 0.767 ns. The power report puts the net switching power at 149 uW.

The chip area line of the yosys report was 0.00136 sq mm. The run gives 0.487 for the worst slew margin relative to its limit. The tools report the instance area at placement as 0.00174 sq mm. Post-synthesis cell count: 144. OpenSTA lists the critical path startpoint as annode0[0]. The commonest cells after synthesis are 20 x sky130_fd_sc_hd__dfrtp_1, 20 x sky130_fd_sc_hd__nor2_1, 13 x sky130_fd_sc_hd__nand2_1, 10 x sky130_fd_sc_hd__mux2i_1, 9 x sky130_fd_sc_hd__xor2_1. The run gives 1 as the number of levels in the clock H-tree. The total internal power was 474 uW; the number of cells on the worst reg-to-reg path was 4. For this run, the top clock speed supported by timing is 0.375 GHz. The quantity of I/O buffers inserted on ports came out at 28. Yosys mapped the design onto 38 distinct sky130hd cell types. With the top-area cell type share of the netlist area at 0.367, the share of the clock period used by the worst path after layout is 0.987. The final instance count without filler cells is 258, and the number of antenna diodes is 0. The final weighted congestion recorded by global placement is 0.827. The clock tree root driver cell is sky130_fd_sc_hd__clkbuf_8. The first global-routing pass estimated 5200 um of wire. The average wire per cell in the routed design works out to 12.1 um. The run gives 0.139 for the share of synthesized cell area in and-or and or-and compound cells. The run gives 638 as the number of fill cells. Per the final timing report, the hold violations number 0. Note that the worst hold path type here is flop to flop.

The worst hold path depth was 1. Warnings raised by the tools during the run amount to 33. Summed over all instances, the cell type with the most area after synthesis is sky130_fd_sc_hd__dfrtp_1.

For reference, the clock transition at the flip-flops on the worst setup and hold paths is 0.06 ns. Entering global routing, the biggest net connects 19 pins. Across all layers, the routed design uses 1108 vias. Hold-critical path endpoint: count[0]. STA classifies the critical path endpoint as an output pin. The floorplan step defined a core boundary enclosing 0.00628 sq mm. The tools report the initial antenna violation count as 0. The synthesized-area fraction occupied by xor and xnor cells was 0.0899.

Startpoint of the most critical register-to-register path: count[12].
[power groups by stage]
stage,clock (uW),sequential (uW),combinational [uW]
6_report,181,310,132
5_1_grt,201,314,145
4_1_cts,189,310,124
[final cells by class]
cell class,instances,area [sq um],share of cell area
clock buffers,4,45.0,0.0235
inverters,8,30.0,0.0157
multi-input cells,110,857,0.448
flip-flops and latches,21,527,0.275
well taps,77,96.3,0.0504
repair buffers,38,358,0.187
[per-stage QoR]
stage | TNS [ns] | util | hold WS, ns | setup slack (ns) | total power (uW)
global placement | -3.21 | 0.276 | 0.470 | -0.494 | 435
global route | -0.0470 | 0.305 | 0.508 | -0.0376 | 660
finish | 0 | 0.305 | 0.481 | 0.0355 | 623
floorplan | 0 | - | 0.244 | 0.352 | 365
detailed placement | -3.13 | 0.276 | 0.473 | -0.495 | 436
CTS | -0.0114 | 0.294 | 0.482 | -0.0114 | 623
[worst max-delay path by stage]
stage         endpoint  slack (ns)
global route         c       -0.04
CTS                  a       -0.01
finish               a        0.04
[layer usage]
| layer | vias up | GRT usage | part of all wire | routed length (um) |
|---|---|---|---|---|
| met1 | 501 | 0.0939 | 0.55 | 1710 |
| met4 | 0 | 0.00435 | 0.0045 | 14 |
| met3 | 2 | 0.0146 | 0.068 | 213 |
| li1 | 570 | - | - | - |
| met5 | - | 0 | 0 | 0 |
| met2 | 35 | 0.0851 | 0.38 | 1180 |
[cell usage in the layout, fill, tap and decap left out, types with 4 or more instances in the layout]
cell type	instances
sky130_fd_sc_hd__buf_4	7
sky130_fd_sc_hd__dlymetal6s2s_1	5
sky130_fd_sc_hd__dlygate4sd2_1	4
sky130_fd_sc_hd__nand2_1	13
sky130_fd_sc_hd__mux2i_1	10
sky130_fd_sc_hd__nand3_1	6
sky130_fd_sc_hd__xnor2_1	5
sky130_fd_sc_hd__clkdlybuf4s50_1	12
sky130_fd_sc_hd__buf_2	5
sky130_fd_sc_hd__dfrtp_1	20
sky130_fd_sc_hd__xor2_1	9
sky130_fd_sc_hd__inv_1	6
sky130_fd_sc_hd__ha_4	4
sky130_fd_sc_hd__nor2_1	20
[state kept, by name, indices dropped and copies added, names as in the netlist]
name and cells:
count 16, LED_contr.present_state 4, clk_250 1
[cells by family (layout without fill, tap and decap cells)]
| logic type | Yosys count | in the layout |
|---|---|---|
| adders and majority gates | 8 | 8 |
| AOI/OAI and AO/OA | 25 | 25 |
| other | 1 | 1 |
| DFF | 21 | 21 |
| muxes | 11 | 11 |
| and+or+nand+nor | 51 | 51 |
| buffers and inverters | 13 | 50 |
| xor gates and xnor gates | 14 | 14 |
[critical path, stage by stage]
cell	delay [ns]
sky130_fd_sc_hd__dlygate4sd2_1	0.23
sky130_fd_sc_hd__mux2_4	0.27
sky130_fd_sc_hd__a22oi_2	0.17
sky130_fd_sc_hd__o21ai_4	0.12
sky130_fd_sc_hd__ha_4	0.18
sky130_fd_sc_hd__or3_1	0.38
sky130_fd_sc_hd__o221a_1	0.13
sky130_fd_sc_hd__buf_2	0.11
[what timing repair did]
item,in CTS,in global routing
gates cloned,0,0
resized,38,12
buffers inserted,3,2
pin swaps,9,6
endpoints found under the setup margin,7,7
Power and IR drop assume default switching activity.
