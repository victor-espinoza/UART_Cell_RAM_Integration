File: design/flow/run.sh
#!/bin/bash
# OpenROAD 26Q1-2900-gdf79404cd8, Yosys 0.63+post, stock flow scripts
make -C /OpenROAD-flow-scripts/flow DESIGN_CONFIG=/design/flow/config.mk WORK_HOME=/design/flow/orfs finish
File: design/flow/config.mk
export PLATFORM = sky130hd
export DESIGN_NAME = transmit_engine
export DESIGN_NICKNAME = transmit_engine
export VERILOG_FILES = /design/flow/design.v
export SDC_FILE = /design/flow/constraint.sdc
export NUM_CORES = 4
export LEC_CHECK = 1
export CORE_UTILIZATION = 40
File: design/flow/constraint.sdc
current_design transmit_engine

set clk_period 2.8
set clk_io_pct 0.2

create_clock -name clk0 -period $clk_period [get_ports {clk}]

set non_clock_inputs [all_inputs -no_clocks]
set_input_delay [expr $clk_period * $clk_io_pct] -clock clk0 $non_clock_inputs
set_output_delay [expr $clk_period * $clk_io_pct] -clock clk0 [all_outputs]
File: design/flow/design.v
`timescale 1ns / 1ps
module transmit_engine(clk, rstb, bit8, parity_en, odd_n_even, baud_val, txWrite, 
 inData, tx, TxRdy);
   input       clk, rstb, bit8, parity_en, odd_n_even, txWrite;
   input [3:0] baud_val;
   input [7:0] inData;
   output      tx;
   output reg  TxRdy;
   wire        TxSet, TxRst, Done, sSet, sRst, ld, btu, shift;
   reg  [7:0]  data;
   reg  [17:0] baudCountNum, baudCount, nBaudCount;
   reg  [3:0]  bitCount, nBitCount;
   reg         start, write1Delay;   
   reg [11:0]  sreg_data;
   reg         b7, b8;
   assign TxSet = Done;
   assign TxRst = txWrite;
   always@(posedge clk, negedge rstb)
      if(!rstb) 
         TxRdy <= 1'b1;
      else if(TxSet) 
         TxRdy <= 1'b1;
      else if(TxRst) 
         TxRdy <= 1'b0;
      else 
         TxRdy <= TxRdy;
   assign sSet = txWrite;
   assign sRst = Done;
   always@(posedge clk, negedge rstb)
      if(!rstb) 
         start <= 1'b0;
      else if(sSet) 
         start <= 1'b1;
      else if(sRst) 
         start <= 1'b0;
      else 
         start <= start;
   assign ld = txWrite;
   always@(posedge clk, negedge rstb)
      if(!rstb)
         data <= 8'b00;
      else if (ld)
         data <= inData;
      else 
         data <= data;
   always@(posedge clk, negedge rstb)
      if(!rstb)
         write1Delay <= 1'b0;
      else 
         write1Delay <= txWrite;
   always @(*) 
      case ({bit8,parity_en,odd_n_even})
         3'b000:  {b8,b7} = 2'b11;  
         3'b001:  {b8,b7} = 2'b11;  
         3'b010:  {b8,b7} = {1'b1, ^data[6:0]};  
         3'b011:  {b8,b7} = {1'b1, ~(^data[6:0])};  
         3'b100:  {b8,b7} = {1'b1, data[7]};  
         3'b101:  {b8,b7} = {1'b1, data[7]};  
         3'b110:  {b8,b7} = {(^data[7:0]), data[7]};  
         3'b111:  {b8,b7} = {~(^data[7:0]), data[7]};  
         default: {b8,b7} = 2'b00;  
      endcase
   always @( posedge clk, negedge rstb)
      if (!rstb)
         sreg_data <=12'hFFF;  
      else if (write1Delay)
         sreg_data <= {1'b1,b8,b7,data[6:0], 1'b0, 1'b1}; 
      else if (shift)begin
         sreg_data <=  sreg_data >> 1;  
         sreg_data [11] <= 1;  
      end
   assign tx = sreg_data[0];
   always@(*)
      case(baud_val)
         4'b0000: baudCountNum = 166667 -1;   
         4'b0001: baudCountNum = 41667 - 1;   
         4'b0010: baudCountNum = 20833 - 1;   
         4'b0011: baudCountNum = 10417 - 1;   
         4'b0100: baudCountNum = 5208 - 1;    
         4'b0101: baudCountNum = 2604 - 1;    
         4'b0110: baudCountNum = 1302 - 1;    
         4'b0111: baudCountNum = 868 - 1;     
         4'b1000: baudCountNum = 434 - 1;     
         4'b1001: baudCountNum = 217 - 1;     
         4'b1010: baudCountNum = 109 - 1;     
         default: baudCountNum = 166667 - 1;  
      endcase 
   assign btu   = (baudCount == baudCountNum) ? 1'b1 : 1'b0;
   assign shift = btu;
   always@(*)
      case({btu, start})
         2'b00 :   nBaudCount = 18'b00;
         2'b01 :   nBaudCount = baudCount + 1;
         2'b10 :   nBaudCount = 18'b00;
         2'b11 :   nBaudCount = 18'b00;
         default : nBaudCount = 18'b00;
      endcase
   always @(posedge clk, negedge rstb)
      if(!rstb)  
         baudCount <= 18'b0;  
      else 
         baudCount <= nBaudCount;  
   assign Done = (bitCount == 11) ? 1'b1 : 1'b0;
   always@(*)
      case({btu, start})
         2'b00 :   nBitCount = 4'b00;
         2'b01 :   nBitCount = (Done) ? 4'b00 : bitCount;
         2'b10 :   nBitCount = 4'b00;
         2'b11 :   nBitCount = bitCount + 1;
         default : nBitCount = 4'b00;
      endcase
   always @(posedge clk, negedge rstb)
      if(!rstb)  
         bitCount <= 4'b0;  
      else 
         bitCount <= nBitCount;  
endmodule
==> flow_metrics.env <==
# flow metrics
export IMPL_outcome="complete, no violations"
export IMPL_grt_max_degree=34
export IMPL_ant_nets=0
export IMPL_critPathLaunchType="input pin"
export IMPL_fp_util=0.422
export IMPL_hold_viol=0
export IMPL_ys_cells=275
export IMPL_diodes=0
export IMPL_r2r_end="sreg_data[8]"
export IMPL_avgSynthCellArea_um2=9.98
export IMPL_rsz0062_at_grt="false"
export IMPL_vias=2135
export IMPL_hold_slack_ps=321
export IMPL_insertion_delay_ps=290
export IMPL_top_cells_by_count="32 x dfrtp_1, 26 x nor2_1, 21 x mux2_2, 15 x xnor2_1"
export IMPL_arrival_ps=2950
export IMPL_syn2layout_area_growth_pct=23.3
export IMPL_gp_congestion=0.855
export IMPL_r2r_cells=7
export IMPL_p_leak_nw=1.41
export IMPL_cts_clk_slew_worst_paths_ps=90
export IMPL_fp_coreArea_um2=6490
export IMPL_area_leaders="dfrtp_1 29%, dfstp_2 11%, mux2_2 8.6%"
export IMPL_dieWidth_um=84.8
export IMPL_warning_count=29
export IMPL_dieArea_um2=7200
export IMPL_grt_usage=0.176
export IMPL_async_flop_share=1.00
export IMPL_cp_required_ps=3030
export IMPL_yosysUniqueCellTypes=55
export IMPL_postRouteWirelength_um=5720
export IMPL_root_buffer="clkbuf_8"
export IMPL_boundaryPins=20
export IMPL_holdBufCountCts=0
export IMPL_grt_pass1_wl_um=9880
export IMPL_power_switching_mw=0.562
export IMPL_finalCritPeriodShare=0.970
export IMPL_cts_tree="done"
export IMPL_critPathLaunch="baud_val[3]"
export IMPL_relSlewSlack=0.512
export IMPL_vdd_drop_max_mv=0.344
export IMPL_fin_crit_ps=2710
export IMPL_slew_viol_final=0
export IMPL_skew_ps=9.32
export IMPL_htreeDepth=2
export IMPL_p_sw_frac=0.306
export IMPL_hpwl_um=4120
export IMPL_clock_sinks=44
export IMPL_netlist_area_um2=2740
export IMPL_regToRegStartpoint="baudCount[1]"
export IMPL_cp_end_kind="flop"
export IMPL_grt_overflow_total=0
export IMPL_yosysWarnings=1
export IMPL_synth_flops=44
export IMPL_cts_buffers_inserted=5
export IMPL_slowest_delay_ps=410
export IMPL_critical_path_class="input pin to flop"
export IMPL_drive_above_1_share=0.291
export IMPL_dr_pass1_iters=6
export IMPL_drt_iter0_drc=118
export IMPL_comb_power_share=0.261
export IMPL_cap_violations=0
export IMPL_cpMaxStageDelayCell="clkdlybuf4s50_1"
export IMPL_num_fill_cells=571
export IMPL_syn_inst=275
export IMPL_clockBufferDepth=2
export IMPL_edf_count=0
export IMPL_power_internal_mw=1.27
export IMPL_grt_pass1_vias=2041
export IMPL_ys_seq_share=0.407
export IMPL_rows=29
export IMPL_power_density_nw_per_um2=542
export IMPL_synthFlopType="dfrtp_1"
export IMPL_report_final_setup_viol=0
export IMPL_r2r_slack_ps=380
export IMPL_die_h_um=84.8
export IMPL_drc=0
export IMPL_path_cells="clkdlybuf4s50_1 > buf_6 > or3_1 > and3_1 > a311oi_2 > and4_4 > nand4_4 > mux2_4 > mux2_2"
export IMPL_hp_class="input pin to asynchronous set/reset pin"
export IMPL_yosys_stat_area_um2=2740
export IMPL_synth_largest_area_cell="dfrtp_1"
export IMPL_clockPowerShare=0.269
export IMPL_top_cell="dfrtp_1"
export IMPL_port_buffers=19
export IMPL_wl_per_cell_um=14.4
export IMPL_yosysTopAreaCellShare=0.292
export IMPL_cp_max_fo=11
export IMPL_max_freq_mhz=368
export IMPL_vias_per_cell=5.38
export IMPL_final_core_util=0.521
export IMPL_worst_pin_slew_ps=732
export IMPL_power_frac_seq=0.471
export IMPL_grt_antenna_before_repair=0
export IMPL_fin_setup_tns_ps=0
## critical path, delay by kind of cell
family	cells	cell delay (ps)
mux	2	580
compound gates	1	190
simple gates	4	1050
buf+inv	2	560
## worst max path at each step
stage,slack (ps),endpoint
after CTS,4,sreg_data[8]
after global routing,7,sreg_data[8]
final,90,sreg_data[8]
## flip-flops by register name, summed over array words and instances (netlist names)
signal and cells:
sreg_data 11, data 8, write1Delay 1, TxRdy 1, bitCount 4, baudCount 18
start 1
## kinds of logic (layout without fill, tap and decap cells)
family / after synthesis / in the layout / share of synthesized area
buf+inv: 23 / 67 / 0.0392
simple gates: 99 / 100 / 0.200
fa+ha+maj: 7 / 7 / 0.0319
xor+xnor: 29 / 29 / 0.0926
compound gates: 48 / 48 / 0.127
mux: 25 / 25 / 0.103
flops: 44 / 44 / 0.407
## power by group through the flow
stage	Clock [mW]	Combinational [mW]	Sequential [mW]
finish	0.493	0.478	0.863
global route	0.535	0.533	0.877
CTS	0.513	0.457	0.860
## area by class of cell
cell class                 count  area, um^2  area share
clock buffer                   5        68.8      0.0203
clock inverter                 3        46.3      0.0137
inverter                       8        32.5     0.00962
multi-input combinational    209        1580       0.467
sequential                    44        1120       0.330
tap                           77        96.3      0.0285
timing repair buffer          51         443       0.131
## routing by layer
metal | GRT usage | up-vias | share of wire
li1 | - | 1077 | -
met1 | 0.296 | 1026 | 0.52
met2 | 0.263 | 30 | 0.44
met3 | 0.0227 | 2 | 0.037
met4 | 0.0139 | 0 | 0.0051
met5 | 0 | - | 0
## cells in the final DEF (no fill, tap or decap), drive strengths merged, types with 2 or more instances in the layout
master,n
nor3b,4
buf,33
nand4,9
and4,2
a311oi,5
dfrtp,32
mux2i,3
xor2,14
or3,4
clkbuf,7
dfstp,12
a211o,3
nand3b,2
a211oi,2
a21oi,5
nand2,14
or2,2
or3b,2
clkdlybuf4s50,15
a32oi,3
o21ai,13
o21bai,3
nor2,26
and2,4
nand2b,4
and3,5
inv,9
xnor2,15
a31oi,2
ha,7
nand3,13
nor3,3
nor2b,3
mux2,22
## repair_timing
item,CTS,global route
cloned,1,1
resized,7,10
setup endpoints to repair,31,29
setup buffers,0,2
pin swaps,1,5
## through the flow
stage          std cells  setup WS [ps]  power [mW]  instance area [um^2]
3_3_place_gp         385           -534        1.31                  3190
6_report             397           85.4        1.83                  3380
3_5_place_dp         385           -546        1.32                  3190
4_1_cts              394           3.53        1.83                  3340
5_1_grt              397           6.92        1.94                  3380
2_1_floorplan        275           12.4        1.17                  2780
Power and IR drop assume default switching activity.
